--- flow/config.mk ---
export PLATFORM = sky130hd
export DESIGN_NAME = SPI_SLAVE
export DESIGN_NICKNAME = SPI_SLAVE
export VERILOG_FILES = /design/flow/design.v
export SDC_FILE = /design/flow/constraint.sdc
export NUM_CORES = 4
export LEC_CHECK = 1
export CORE_AREA = 10 10 108 108
export DIE_AREA = 0 0 118 118
--- flow/constraint.sdc ---
current_design SPI_SLAVE

set clk_period 2.5
set clk_io_pct 0.2

create_clock -name clk0 -period $clk_period [get_ports {clk_i}]

set non_clock_inputs [all_inputs -no_clocks]
set_input_delay [expr $clk_period * $clk_io_pct] -clock clk0 $non_clock_inputs
set_output_delay [expr $clk_period * $clk_io_pct] -clock clk0 [all_outputs]
--- flow/design.v ---
module SPI_SLAVE (clk_i, rst_i, rx_data_o, byte_clock_o, spi_clk_i, spi_mosi_i, spi_csn_i);
input clk_i;			 
input rst_i;			 
output reg [7:0]rx_data_o;	 
output reg byte_clock_o;	 
input spi_clk_i;		 
input spi_mosi_i;		 
input spi_csn_i;		 
reg [7:0]rx_data;
reg spi_byte_clk_r;
reg [7:0] rx_reg_r;		 
reg [2:0] rx_bit_count_r;	 
reg spi_miso_r;
reg spi_byte_clock_r1;
reg spi_byte_clock_r2;
reg spi_byte_clock_r3;
reg spi_byte_clock_r4;
wire spi_clk_w;
assign spi_clk_w = spi_csn_i? 1'b0: spi_clk_i;
always @(posedge rst_i or posedge clk_i)	 
begin
	if (rst_i)
	begin
		byte_clock_o <= 1'b0;
		spi_byte_clock_r1 <= 1'b0;
		spi_byte_clock_r2 <= 1'b0;
		spi_byte_clock_r3 <= 1'b0;
		spi_byte_clock_r4 <= 1'b0;
	end
	else
	begin
		spi_byte_clock_r1 <= spi_byte_clk_r;
		spi_byte_clock_r2 <= spi_byte_clock_r1;
		spi_byte_clock_r3 <= spi_byte_clock_r2;
		spi_byte_clock_r4 <= spi_byte_clock_r3;
		if ( !spi_byte_clock_r4 && spi_byte_clock_r3)
		begin
			byte_clock_o <= 1'b0;
			rx_data_o <= rx_data;
		end
		else
		begin
			byte_clock_o <= 1'b1;
		end
	end
end
always @(posedge rst_i or posedge spi_clk_w or posedge spi_csn_i)
begin
	if (rst_i)
	begin
		spi_byte_clk_r <= 1'b0; 
		rx_bit_count_r <= 3'b0;
		rx_data <= 0;
	end
	else
	begin
		if (spi_csn_i)
		begin
			rx_bit_count_r <= 3'b0;
		end
		else
		begin
			rx_bit_count_r <= rx_bit_count_r + 1'b1;
			rx_reg_r <= {rx_reg_r[6:0], spi_mosi_i}; 
			if (rx_bit_count_r == 3'h7)
			begin
				rx_data <= {rx_reg_r[6:0], spi_mosi_i};
				spi_byte_clk_r <= 1'b1;
			end
			else if (rx_bit_count_r == 3'h3)
			begin
				spi_byte_clk_r <= 1'b0;
			end	
		end
	end
end
endmodule
--- flow/run.sh ---
#!/bin/bash
# OpenROAD 26Q1-2900-gdf79404cd8, Yosys 0.63+post, stock flow scripts
make -C /OpenROAD-flow-scripts/flow DESIGN_CONFIG=/design/flow/config.mk WORK_HOME=/design/flow/orfs finish
==> impl_metrics.toml <==
# synthesis and place-and-route metrics
[final_layout]
syn2layout_area_growth_pct = 25.75
layout.cells.most_common_list = "sky130_fd_sc_hd__nand2_1, sky130_fd_sc_hd__edfxtp_1, sky130_fd_sc_hd__inv_1, sky130_fd_sc_hd__clkdlybuf4s50_1"
fin_util = 0.1698
mostFrequentLayoutCell = "sky130_fd_sc_hd__nand2_1"
final_layout_size_suffix_gt1_frac = 0.04630

[setup_path]
timing.rr.start = "spi_byte_clock_r4"
r2r_cells = 2
critical_path.endpoint_type = "flop"
worst_path_largest_cell_delay_ns = 0.49
timing.critical_path.max_delay_family = "simple AND/OR/NAND/NOR gates"
start_kind = "primary input"
timing.critical_path.buf_inv = 1
timing.critical_path.slowest_stage_cell = "sky130_fd_sc_hd__nor2_1"
worstReg2RegEnd = "rx_data_o[6]"
reg2reg_slack_ns = 1.17
crit_arrival_ns = 1.44
path_max_fanout = 8
setup.worst_path.class = "in -> reg"
path_cells = "clkdlybuf4s50_1 > nor2_1"
worstPathRequired_ns = 2.37

[synthesis]
synth_area_per_cell_um2 = 13.48
post_synthesis_sequential_area_ratio = 0.7525
synth.yosys.num_cells = 93
synth-seq-cells = 32
netlist_instances = 93
synth_top_area_share = 0.3593
yosys_warnings = 7
synth-area-yosys_um2 = 1254
synthTopCellsByArea = "sky130_fd_sc_hd__edfxtp_1, sky130_fd_sc_hd__dfbbp_1, sky130_fd_sc_hd__dfrtp_1"
yosysTopAreaCell = "sky130_fd_sc_hd__edfxtp_1"
syn_area_um2 = 1254
synthDistinctLibCells = 15

[timing]
setup_viol = 0
worst_pin_slew_ns = 0.7423
unclocked_pins = 19
slew-limit-headroom = 0.5033
min_period_over_period = 0.6276
timing.clock.skew_ns = 0.001255
count_of_endpoints_without_a_timing_constraint = 35
clock.fmax_mhz = 637.4
report.final.hold_viol_count = 0
fin_tns_setup_ns = 0
finalMaxSlewViolations = 0
grt_setup_unrepaired = "no"
minimum_clock_period_after_layout_ns = 1.569

[cts]
post_cts_hold_buffer_count = 0
h-tree-depth = 1
cts_tree = "built"
cts_inserted_buffers = 3
worst_setup_hold_path_clk_slew_ns = 0.05
ctsRootBufferMaster = "sky130_fd_sc_hd__clkbuf_8"
post_cts_resize_count = 0
postCtsSetupBuffers = 0
clkLatencyLatePin_ns = 0.23
clockBufferDepth = 2

[place]
dp_hpwl_mm = 1.453
io_buffers = 13
globalplace.congestion = 0.7376

[detailed_routing]
final_wirelength_mm = 1.821
wire_per_inst_um = 7.684
num_vias = 683
detail_route.iter0.violations = 11
via_per_inst = 2.882
num_antenna_cells = 0
detail_route.drc_violations = 0
drt_first_pass_iters = 4
ant_nets = 0

[floorplanning]
floorplan.die.height_um = 118
initial_core_util = 0.1350
design.core.area_um2 = 9284
io_pins = 14
fp.dieW_um = 118
num_rows = 35
area_of_the_die_um2 = 13920

[power_and_ir_drop]
p_leak_nw = 0.6101
worst_ir_drop_vdd_mv = 0.1087
power_per_cell_area_nw_per_um2 = 299.1

[global_route]
grt_start_max_net_pins = 20
grt_antenna_before_repair = 0
globalRouteOverflowTotal = 0
combined_global_route_utilization_of_all_metal_layers = 0.02468
global_route_wire_length_before_repair_mm = 3.015
first_global_vias = 637

[outcome]
run_status = "completed"

[worst_hold_path]
min_from = "spi_byte_clock_r1"
worst_hold_path_type = "reg -> reg"
hold_depth = 0
worstHoldEndpoint = "spi_byte_clock_r2"

[job]
tool_warning_count = 36
max_cap_viol_count = 0
flip-flops by register name, indices dropped and copies added (netlist names):
| signal | count |
|---|---|
| spi_byte_clock_r3 | 1 |
| spi_byte_clk_r | 1 |
| rx_reg_r | 7 |
| rx_bit_count_r | 3 |
| spi_byte_clock_r2 | 1 |
| rx_data_o | 8 |
| spi_byte_clock_r4 | 1 |
| rx_data | 8 |
| spi_byte_clock_r1 | 1 |
| byte_clock_o | 1 |
final cells by class:
cell class,instances,area [µm²]
clock buffers,4,45.04
inverters,13,48.80
flip-flops and latches,32,943.4
repair buffers,15,145.1
fillers,1037,7707
multi-input cells,44,232.7
well taps,129,161.4
metrics by stage:
stage               hold WS [ns]  instance area (µm²)  setup slack [ns]  std cells  total power [mW]
floorplan                 0.3312                 1254             1.088         93            0.2859
global placement          0.3348                 1531            0.6979        233            0.3012
detailed placement        0.3373                 1531            0.6594        233            0.3024
CTS                       0.3487                 1577            0.9013        237            0.4785
global route              0.3539                 1577            0.8838        237            0.4992
finish                    0.3469                 1577            0.9311        237            0.4715
report_power, final:
| part | leakage [nW] | internal, mW | switching [mW] |
|---|---|---|---|
| logic | 0.221 | 0.0129 | 0.0226 |
| registers | 0.366 | 0.258 | 0.00367 |
| clock network | 0.0228 | 0.112 | 0.0625 |
synthesized netlist by cell type:
master,instances
sky130_fd_sc_hd__inv_1,13
sky130_fd_sc_hd__o21bai_1,1
sky130_fd_sc_hd__a21oi_1,9
sky130_fd_sc_hd__buf_2,2
sky130_fd_sc_hd__dfbbp_1,9
sky130_fd_sc_hd__ha_1,4
sky130_fd_sc_hd__nand2b_1,1
sky130_fd_sc_hd__nor2_1,2
sky130_fd_sc_hd__dfrtp_1,8
sky130_fd_sc_hd__buf_4,1
sky130_fd_sc_hd__buf_6,1
sky130_fd_sc_hd__edfxtp_1,15
sky130_fd_sc_hd__o21ai_0,8
sky130_fd_sc_hd__nor2b_1,2
sky130_fd_sc_hd__nand2_1,17
logic make-up (layout without fill, tap and decap cells):
| group | count (synthesis) | count (layout) | share of synthesized area |
|---|---|---|---|
| buffers and inverters | 17 | 32 | 0.06188 |
| adders and majority gates | 4 | 4 | 0.03992 |
| DFF | 32 | 32 | 0.7525 |
| AOI/OAI and AO/OA | 18 | 18 | 0.07385 |
| and+or+nand+nor | 22 | 22 | 0.07186 |
per-layer routing:
| layer | global-route usage | part of all wire | vias up |
|---|---|---|---|
| li1 | - | - | 341 |
| met1 | 0.03176 | 0.47 | 326 |
| met3 | 0.008751 | 0.061 | 4 |
| met4 | 0.008501 | 0.031 | 0 |
| met5 | 0 | 0 | - |
| met2 | 0.03776 | 0.43 | 12 |
worst max path at each step:
stage | startpoint | end | slack, ns | cells after the start
after CTS | rst_i | rx_data_o[1] | 0.90 | 2
after global routing | rst_i | rx_data_o[5] | 0.88 | 2
final | rst_i | rx_data_o[6] | 0.93 | 2
No activity file was given, so power comes from the tool's default toggle rates.
